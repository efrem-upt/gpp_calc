==> flow/design.v <==
module CU(
  input [5:0] opcode,
  input RA, clk, rst,
  input [1:0] RA_stack,
  input [8:0] Immediate,
  input FACT_END,
  output reg IF, ID, EX, MEM, WB,
  output reg ALU, BRA, COND_BRA, COND_BRA_REQUIRES_ZERO, COND_BRA_REQUIRES_NEGATIVE, COND_BRA_REQUIRES_CARRY, COND_BRA_REQUIRES_OVERFLOW, L, S, TR, STACK_PSH,STACK_POP, MOV, flag_select, ACC_select, X_select, Y_select,PC_select,
  output reg FACT
);
parameter S_IF = 3'b001,
          S_ID = 3'b010,
          S_EX = 3'b011,
          S_MEM = 3'b100,
          S_WB = 3'b101;
reg [2:0] current_state = 3'b001, next_state = S_IF;
always @(negedge clk or negedge rst) begin
    if (!rst) begin
        current_state <= 3'b001; 
    end else begin
        #1
        current_state <= next_state;
    end
end
always @(*) begin
    case (current_state)
        S_IF: next_state = S_ID;
        S_ID: next_state = S_EX;
        S_EX: next_state = (FACT == 1'b1) ? S_EX : S_MEM; 
        S_MEM: next_state = S_WB;
        S_WB: next_state = S_IF;
        default: next_state = S_IF;
    endcase
end
always @(current_state) begin
    IF = (current_state == S_IF);
    ID = (current_state == S_ID);
    EX = (current_state == S_EX);
    MEM = (current_state == S_MEM);
    WB = (current_state == S_WB);
end
always @(posedge FACT_END) begin
FACT<= 0;
end
always @(negedge rst) begin
    if (!rst) begin
      ALU <= 1'd0;
      BRA<=  1'd0;
      COND_BRA <= 1'd0;
      COND_BRA_REQUIRES_ZERO <= 1'd0;
      COND_BRA_REQUIRES_NEGATIVE <= 1'd0;
      COND_BRA_REQUIRES_CARRY <= 1'd0;
      COND_BRA_REQUIRES_OVERFLOW <= 1'd0;
      L <= 1'd0;
      S <= 1'd0;
      TR <= 1'd0;
      STACK_PSH <= 1'd0;
      STACK_POP <= 1'd0;
      MOV <= 1'd0;
      flag_select <= 1'd0;
      ACC_select <= 1'd0;
      X_select <= 1'd0;
      Y_select <= 1'd0;
      PC_select <= 1'd0;
      FACT <= 1'd0;
    end
end
always @(negedge clk) begin
    if (ID)  begin
      #1
        if (opcode < 6'b000010) begin
            TR <= 1'd1;
            ALU <= 1'd0;
            BRA <= 1'd0;
            COND_BRA <= 1'd0;
            COND_BRA_REQUIRES_ZERO <= 1'd0;
            COND_BRA_REQUIRES_NEGATIVE <= 1'd0;
            COND_BRA_REQUIRES_CARRY <= 1'd0;
            COND_BRA_REQUIRES_OVERFLOW <= 1'd0;
            L <=  1'd0;
            S <= 1'd0;
            STACK_PSH <= 1'd0;
            STACK_POP <= 1'd0; 
            MOV <= 1'd0;
            flag_select <= 1'd0;
            ACC_select <= 1'd0;
            if (opcode == 6'b000000) begin
               X_select <= 1'd1;
               Y_select <= 1'd0;
            end
            else if (opcode == 6'b000001) begin
              X_select <= 1'd0;
              Y_select <= 1'd1;
           end
           PC_select <= 1'd0;
           FACT <= 1'd0;
        end
        else if (opcode < 6'b000011) begin
            L <= 1'd1;
            ALU <= 1'd0;
            BRA <= 1'd0;
            COND_BRA <= 1'd0;
            COND_BRA_REQUIRES_ZERO <= 1'd0;
            COND_BRA_REQUIRES_NEGATIVE <= 1'd0;
            COND_BRA_REQUIRES_CARRY <= 1'd0;
            COND_BRA_REQUIRES_OVERFLOW <= 1'd0;
            S <= 1'd0;          
            TR <= 1'd0;                      
            STACK_PSH <= 1'd0;
            STACK_POP <= 1'd0;
            MOV <= 1'd0;
            flag_select <= 1'd0;
            ACC_select <= 1'd0;
            if (RA == 1'd0) begin
               X_select <= 1'd1;
               Y_select <= 1'd0;
            end
            else begin
              X_select <= 1'd0;
              Y_select <= 1'd1;
           end
           PC_select <= 1'd0;
           FACT <= 1'd0;
        end
        else  if (opcode < 6'b000100) begin
            S <= 1'd1;
            ALU <= 1'd0;
            BRA <= 1'd0;
            COND_BRA <= 1'd0;
            COND_BRA_REQUIRES_ZERO <= 1'd0;
            COND_BRA_REQUIRES_NEGATIVE <= 1'd0;
            COND_BRA_REQUIRES_CARRY <= 1'd0;
            COND_BRA_REQUIRES_OVERFLOW <= 1'd0; 
            L <= 1'd0;          
            TR <= 1'd0;                      
            STACK_PSH <= 1'd0;
            STACK_POP <= 1'd0;
            MOV <= 1'd0;
            flag_select <= 1'd0;
            ACC_select <= 1'd0;
            if (RA == 1'd0) begin
               X_select <= 1'd1;
               Y_select <= 1'd0;
            end
            else begin
              X_select <= 1'd0;
              Y_select <= 1'd1;
           end
           PC_select <= 1'd0;
           FACT <= 1'd0;
end
else if (opcode < 6'b000110) begin
            if (opcode == 6'b000100) begin
                STACK_PSH <= 1'd1;
                STACK_POP <= 1'd0; 
                L <= 1'd0;
                S <= 1'd1; 
            end
            else if (opcode == 6'b000101) begin
                STACK_PSH <= 1'd0;
                STACK_POP <= 1'd1;
                L <= 1'd1;
                S <= 1'd0;
            end 
            ALU <= 1'd0;
            BRA <= 1'd0;
            COND_BRA <= 1'd0;
            COND_BRA_REQUIRES_ZERO <= 1'd0;
            COND_BRA_REQUIRES_NEGATIVE <= 1'd0;
            COND_BRA_REQUIRES_CARRY <= 1'd0;
            COND_BRA_REQUIRES_OVERFLOW <= 1'd0;
            TR <= 1'd0;
            MOV <= 1'd0;
            flag_select <= 1'd0;
            FACT <= 1'd0;
             if (RA_stack == 2'd0) begin
               X_select <= 1'd1;
               Y_select <= 1'd0;
               ACC_select <= 1'd0;
               PC_select <= 1'd0;
            end
            else if (RA_stack == 2'd1) begin
               X_select <= 1'd0;
               Y_select <= 1'd1;
               ACC_select <= 1'd0;
               PC_select <= 1'd0;
           end
         else if (RA_stack == 2'd2) begin
               X_select <= 1'd0;
               Y_select <= 1'd0;
               ACC_select <= 1'd1;
               PC_select <= 1'd0;
        end
        else if (RA_stack == 2'd3) begin
               X_select <= 1'd0;
               Y_select <= 1'd0;
               ACC_select <= 1'd0;
               PC_select <= 1'd1;
        end
      else begin
               X_select <= 1'd0;
               Y_select <= 1'd0;
               ACC_select <= 1'd0;
               PC_select <= 1'd0;
      end
  end
  else if (opcode  <  6'b001101) begin
            BRA <=  1'd1;
            FACT <= 1'd0;
            if (opcode == 6'b000110) begin
                COND_BRA <= 1'd1;
                COND_BRA_REQUIRES_ZERO <= 1'd1;
                COND_BRA_REQUIRES_NEGATIVE <= 1'd0;
                COND_BRA_REQUIRES_CARRY <= 1'd0;
                COND_BRA_REQUIRES_OVERFLOW <= 1'd0;
            end
            else if (opcode == 6'b000111) begin
                COND_BRA <= 1'd1;
                COND_BRA_REQUIRES_ZERO <= 1'd0;
                COND_BRA_REQUIRES_NEGATIVE <= 1'd1;
                COND_BRA_REQUIRES_CARRY <= 1'd0;
                COND_BRA_REQUIRES_OVERFLOW <= 1'd0;
            end
          else if (opcode == 6'b001000) begin
                COND_BRA <= 1'd1;
                COND_BRA_REQUIRES_ZERO <= 1'd0;
                COND_BRA_REQUIRES_NEGATIVE <= 1'd0;
                COND_BRA_REQUIRES_CARRY <= 1'd1;
                COND_BRA_REQUIRES_OVERFLOW <= 1'd0;
          end
          else if (opcode == 6'b001001) begin
                COND_BRA <= 1'd1;
                COND_BRA_REQUIRES_ZERO <= 1'd0;
                COND_BRA_REQUIRES_NEGATIVE <= 1'd0;
                COND_BRA_REQUIRES_CARRY <= 1'd0;
                COND_BRA_REQUIRES_OVERFLOW <= 1'd1;
          end
          else if (opcode == 6'b001010) begin
                COND_BRA <= 1'd0;
                COND_BRA_REQUIRES_ZERO <= 1'd0;
                COND_BRA_REQUIRES_NEGATIVE <= 1'd0;
                COND_BRA_REQUIRES_CARRY <= 1'd0;
                COND_BRA_REQUIRES_OVERFLOW <= 1'd0;
          end
            ALU <= 1'd0;
            STACK_PSH <= 1'd0;
            STACK_POP <= 1'd0;
            L <= 1'd0;
            S <= 1'd0;
            TR <= 1'd0;
            MOV <= 1'd0;
            flag_select <= 1'd0;
            ACC_select <= 1'd0;
            X_select <= 1'd0;
            Y_select <= 1'd0;
            PC_select <= 1'd0;
    end 
    else if  (opcode < 6'b011110) begin
        if  (opcode == 6'b010100) begin  
            ALU <=  1'd1;
            BRA <= 1'd0;
            COND_BRA <= 1'd0;
            COND_BRA_REQUIRES_ZERO <= 1'd0;
            COND_BRA_REQUIRES_NEGATIVE <= 1'd0;
            COND_BRA_REQUIRES_CARRY <= 1'd0;
            COND_BRA_REQUIRES_OVERFLOW <= 1'd0;
            STACK_PSH <= 1'd0;
            STACK_POP <= 1'd0;
            L <= 1'd0;
            S <= 1'd0;
            TR <= 1'd0;
            MOV <= 1'd0;
            flag_select <= 1'd1;
            ACC_select <= 1'd0;
            X_select <= 1'd0;
            Y_select <= 1'd0;
            PC_select <= 1'd0;
            FACT <= 1'd0;
          end
        else if (opcode == 6'b010101 || opcode == 6'b010110) begin  
            ALU <=  1'd1;
            BRA <= 1'd0;
            COND_BRA <= 1'd0;
            COND_BRA_REQUIRES_ZERO <= 1'd0;
            COND_BRA_REQUIRES_NEGATIVE <= 1'd0;
            COND_BRA_REQUIRES_CARRY <= 1'd0;
            COND_BRA_REQUIRES_OVERFLOW <= 1'd0;
            STACK_PSH <= 1'd0;
            STACK_POP <= 1'd0;
            L <= 1'd0;
            S <= 1'd0;
            TR <= 1'd0;
            MOV <= 1'd0;
            flag_select <= 1'd1;
            ACC_select <= 1'd0;
            if (RA == 1'b0) begin
                  X_select <= 1'b1;
                  Y_select <= 1'b0;  
              end
            else if (RA == 1'b1) begin
                X_select <= 1'b0;
                Y_select <= 1'b1; 
            end
            PC_select <= 1'd0;
            FACT <= 1'd0;
        end
      else if (opcode == 6'b011101) begin  
                  if (RA == 1'd0) begin
                    X_select <= 1'd1;
                    Y_select <= 1'd0;
                  end
                  else begin
                    X_select <= 1'd0;
                    Y_select <= 1'd1;
                  end
            ALU <=  1'd1;
            BRA <= 1'd0;
            COND_BRA <= 1'd0;
            COND_BRA_REQUIRES_ZERO <= 1'd0;
            COND_BRA_REQUIRES_NEGATIVE <= 1'd0;
            COND_BRA_REQUIRES_CARRY <= 1'd0;
            COND_BRA_REQUIRES_OVERFLOW <= 1'd0;
            STACK_PSH <= 1'd0;
            STACK_POP <= 1'd0;
            L <= 1'd0;
            S <= 1'd0;
            TR <= 1'd0;
            MOV <= 1'd0;
            flag_select <= 1'd1;
            ACC_select <= 1'd0;
            PC_select <= 1'd0;
            FACT <= 1'd1;
      end
    else  if  (opcode == 6'b011010) begin  
            ALU <=  1'd1;
            BRA <= 1'd0;
            COND_BRA <= 1'd0;
            COND_BRA_REQUIRES_ZERO <= 1'd0;
            COND_BRA_REQUIRES_NEGATIVE <= 1'd0;
            COND_BRA_REQUIRES_CARRY <= 1'd0;
            COND_BRA_REQUIRES_OVERFLOW <= 1'd0;
            STACK_PSH <= 1'd0;
            STACK_POP <= 1'd0;
            L <= 1'd0;
            S <= 1'd0;
            TR <= 1'd0;
            MOV <= 1'd0;
            flag_select <= 1'd1;
            ACC_select <= 1'd0;
            if (RA == 1'd0) begin
                X_select <= 1'd1;
                Y_select <= 1'd0;
            end
            else begin
                X_select <= 1'd0;
                Y_select <= 1'd1;
            end
            PC_select <= 1'd0;
            FACT <= 1'd0;
          end
          else begin
            ALU <=  1'd1;
            BRA <= 1'd0;
            COND_BRA <= 1'd0;
            COND_BRA_REQUIRES_ZERO <= 1'd0;
            COND_BRA_REQUIRES_NEGATIVE <= 1'd0;
            COND_BRA_REQUIRES_CARRY <= 1'd0;
            COND_BRA_REQUIRES_OVERFLOW <= 1'd0;
            STACK_PSH <= 1'd0;
            STACK_POP <= 1'd0;
            L <= 1'd0;
            S <= 1'd0;
            TR <= 1'd0;
            MOV <= 1'd0; 
            flag_select <= 1'd1;
            if (Immediate == 16'd0) begin
              ACC_select <= 1'd1;
              X_select <= 1'd0;
              Y_select <= 1'd0;
            end
            else begin
              ACC_select <= 1'd0;
              if (RA == 1'b0) begin
                  X_select <= 1'b1;
                  Y_select <= 1'b0;  
              end
            else if (RA == 1'b1) begin
                X_select <= 1'b0;
                Y_select <= 1'b1; 
          end
            end
            PC_select <= 1'd0;
            FACT <= 1'd0;
          end
      end
        else if (opcode == 6'b011110) begin
            ALU <=  1'd0;
            BRA <= 1'd0;
            COND_BRA <= 1'd0;
            COND_BRA_REQUIRES_ZERO <= 1'd0;
            COND_BRA_REQUIRES_NEGATIVE <= 1'd0;
            COND_BRA_REQUIRES_CARRY <= 1'd0;
            COND_BRA_REQUIRES_OVERFLOW <= 1'd0;
            STACK_PSH <= 1'd0;
            STACK_POP <= 1'd0;
            L <= 1'd0;
            S <= 1'd0;
            TR <= 1'd0;
            MOV <= 1'd1; 
            flag_select <= 1'd0;
            ACC_select <= 1'd0;
            if (RA == 1'd0) begin
               X_select <= 1'd1;
               Y_select <= 1'd0;
            end
            else begin
              X_select <= 1'd0;
              Y_select <= 1'd1;
           end
            PC_select <= 1'd0;
            FACT <= 1'd0;
        end
        else begin
            ALU <=  1'd0;
            BRA <= 1'd0;
            STACK_PSH <= 1'd0;
            STACK_POP <= 1'd0;
            L <= 1'd0;
            S <= 1'd0;
            TR <= 1'd0;
            MOV <= 1'd0; 
            flag_select <= 1'd0;
            ACC_select <= 1'd0;
            X_select <= 1'd0;
            Y_select <= 1'd0;
            PC_select <= 1'd0;
            FACT <= 1'd0;
        end
      end
end
endmodule
==> flow/run.sh <==
#!/bin/bash
# OpenROAD 26Q1-2900-gdf79404cd8, Yosys 0.63+post, stock flow scripts
make -C /OpenROAD-flow-scripts/flow DESIGN_CONFIG=/design/flow/config.mk WORK_HOME=/design/flow/orfs finish
==> flow/config.mk <==
export PLATFORM = sky130hd
export DESIGN_NAME = CU
export DESIGN_NICKNAME = CU
export VERILOG_FILES = /design/flow/design.v
export SDC_FILE = /design/flow/constraint.sdc
export NUM_CORES = 4
export LEC_CHECK = 1
export CORE_AREA = 10 10 70 70
export DIE_AREA = 0 0 80 80
==> flow/constraint.sdc <==
current_design CU

set clk_period 1.5
set clk_io_pct 0.2

create_clock -name clk0 -period $clk_period [get_ports {FACT_END}]
create_clock -name clk1 -period $clk_period [get_ports {clk}]
create_clock -name clk2 -period $clk_period [get_ports {rst}]

set non_clock_inputs [all_inputs -no_clocks]
set_input_delay [expr $clk_period * $clk_io_pct] -clock clk0 $non_clock_inputs
set_output_delay [expr $clk_period * $clk_io_pct] -clock clk0 [all_outputs]
==> results.py <==
# Metrics from the implementation run
metrics = {
    "run": {
        "warning_count": 49,
        "drv_cap": 0,
    },
    "logic_synthesis": {
        "avgSynthCellArea_um2": 8.910,
        "synth_warnings": 38,
        "yosys_area_um2": 294.0,
        "synth_cell_types": 13,
        "ys_ff": 3,
        "netlist_area_um2": 294.0,
        "synth_stat.cells": 33,
        "ys_seq_frac": 0.2596,
        "postSynthCellCount": 33,
    },
    "drt": {
        "vias": 224,
        "antenna_cells": 0,
        "ant_nets": 0,
        "drcViolationCount": 0,
        "via_per_inst": 2.263,
        "drt-initial-drc-count": 7,
        "wl_per_cell_um": 7.576,
        "firstDrtPassIters": 2,
        "routed_wirelength_um": 750,
    },
    "power_and_ir_drop": {
        "ir_drop_uv": 231.4,
        "p_per_area_nw_per_um2": 976.1,
        "total_power_uw": 448.2,
        "power_leakage_uw": 0.0002541,
    },
    "run_status": {
        "violations": "setup timing",
        "status": "finished, violations left",
    },
    "setup_path": {
        "crit_type": "reg2out",
        "cp_max_fo": 3,
        "start_kind": "flop",
        "end_kind": "output pin",
        "cp.required_ns": 1.20,
        "cp.arrival_ns": 1.95,
    },
    "final_timing": {
        "drv_slew": 0,
        "finalSetupViolCount": 5,
        "final.setup.worst_slack_ns": -0.7540,
        "hold_violations": 0,
        "rsz0062_at_grt": "true",
        "skew_ns": 0.03971,
    },
    "cts": {
        "cts_tree": "yes",
        "path_clk_slew_ns": 0.03,
        "hold_buffers": 0,
    },
    "die": {
        "dieHeight_um": 80,
        "std_cell_rows": 21,
        "die_x_um": 80,
        "ios": 45,
        "chipArea_um2": 6400,
        "fp_util": 0.08608,
        "core_area_um2": 3416,
    },
    "finish": {
        "fill_cells": 395,
        "largest_reg_flops": 3,
        "drive_above_1_share": 0.4906,
        "finalNonFillerCells": 99,
        "area_growth_pct": 56.17,
        "top_regs": "current_state: 3 flops",
        "lay_top_cells": "conb_1 (19), clkbuf_4 (6), buf_2 (5)",
        "fin_area_um2": 459.2,
        "layout_top_cell": "conb_1",
        "regMostFlops": "current_state",
    },
    "placed_design": {
        "dpl-instance-area_um2": 341.6,
        "dpl_worst_slack_ns": -0.8093,
        "dp_cells": 85,
        "io_buffer_count": 5,
        "gp_congestion": 0.6631,
        "hpwlAfterDp_um": 514.2,
    },
    "grt": {
        "antenna_found_initial": 0,
        "track_usage": 0.02061,
        "grt-ovfl-total": 0,
        "grt_max_degree": 7,
        "grt_pass1_wl_um": 1076,
        "grt_pass1_vias": 292,
    },
    "min_path": {
        "hold_path.class": "clk2async",
    },
}
-- synthesized netlist by cell type --
library cell  number  share of area
buf_4             19           0.49
dfrtn_1            2           0.17
nor2_1             2          0.026
and3b_1            1          0.030
and3b_2            1          0.034
conb_1             1          0.013
dfstp_2            1          0.089
inv_1              1          0.013
nand2b_1           1          0.021
nor3b_1            1          0.026
nor3b_2            1          0.043
or2_1              1          0.021
xnor2_1            1          0.030
-- worst max-delay path, stage by stage, from the launching register on --
cell and delay (ns):
dfstp_2 0.55, buf_6 0.11, and3b_1 0.16, buf_2 0.09
-- report_power, final --
group | switching (uW) | total [uW] | internal, uW
clock network | 110 | 360 | 249
logic | 2.94 | 2.94 | 0
registers | 0 | 85.7 | 85.7
total | 113 | 448 | 335
-- through the flow --
step	hold WS, ns	utilization	TNS, ns
6_report	0.3184	0.1344	-3.678
5_1_grt	0.3232	0.1344	-3.917
4_1_cts	0.3216	0.1344	-3.673
3_5_place_dp	0.3458	0.1000	-3.771
3_3_place_gp	0.3458	0.1000	-3.784
2_1_floorplan	0.3458	-	-0.9966
-- layer usage --
layer  wire, um  vias up  GRT usage  share of wire
met1        281       92    0.01795           0.37
met5          0        -          0              0
met2        308       22    0.02568           0.41
met4         50        0    0.02289          0.067
met3        109        7    0.01932           0.15
li1           -      103          -              -
-- layout make-up --
cell class              count  area (um2)  area share
well taps                  46       57.56      0.1253
clock inverters             1       3.754    0.008174
clock buffers               8       62.56      0.1362
repair buffers             13       100.1      0.2180
flip-flops and latches      3       76.32      0.1662
multi-input cells          28       158.9      0.3460
-- final timing paths --
| check | start | endpoint | slack (ns) | cells after the start |
|---|---|---|---|---|
| max | current_state[0] | EX | -0.75 | 3 |
| max reg2reg | current_state[0] | current_state[2] | 0.32 | 4 |
| max in group clk1 | current_state[0] | current_state[2] | 0.32 | 4 |
| min reg2reg | current_state[2] | current_state[1] | 0.44 | 1 |
| min in group clk1 | current_state[2] | current_state[1] | 0.44 | 1 |
| min | rst | current_state[1] | 0.32 | 2 |
| min in group clk0 | current_state[1] | ID | 1.88 | 2 |
| max in group asynchronous | rst | current_state[0] | 0.93 | 2 |
-- kinds of logic (layout without fill, tap and decap cells) --
logic type                after synthesis  after routing  synth area share
xor gates and xnor gates                1              1           0.02979
DFF                                     3              3            0.2596
other                                   1             19           0.01275
and+or+nand+nor                         8              8            0.2000
buffers and inverters                  20             22            0.4979
-- what timing repair did --
| item | 4_1_cts | 5_1_grt |
|---|---|---|
| endpoints found under the hold margin | 0 | 0 |
| gates resized | 23 | 1 |
| setup endpoints to repair | 5 | 5 |
| pin swaps | 2 | 1 |
| setup buffers | 6 | 1 |
