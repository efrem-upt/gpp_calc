--- flow/config.mk ---
export PLATFORM = sky130hd
export DESIGN_NAME = IR
export DESIGN_NICKNAME = IR
export VERILOG_FILES = /design/flow/design.v
export SDC_FILE = /design/flow/constraint.sdc
export NUM_CORES = 4
export LEC_CHECK = 1
export CORE_AREA = 10 10 87 87
export DIE_AREA = 0 0 97 97
--- flow/design.v ---
module IR(
  input [15:0] in,
  input clk,rst,w,
  output reg [15:0] out,
  output reg [5:0] opcode,
  output reg RA,
  output reg [9:0] BA,
  output reg [8:0] IMM,
  output reg [1:0] RA_stack
);
always @(negedge clk, negedge rst) begin
    if (!rst) begin
      out <= 16'd0;
      RA <= 1'd0;
      BA <= 10'd0;
      IMM <= 9'd0;
      RA_stack <= 2'd0;
  end
    else if (w) begin
      out <= in;
      opcode <= in[15:10];
      RA <= in[9];
      RA_stack <= in[9:8];
      BA <= in[9:0];
      IMM <= in[8:0];
    end
end
endmodule      
--- flow/constraint.sdc ---
current_design IR

set clk_period 1.5
set clk_io_pct 0.2

create_clock -name clk0 -period $clk_period [get_ports {clk}]

set non_clock_inputs [all_inputs -no_clocks]
set_input_delay [expr $clk_period * $clk_io_pct] -clock clk0 $non_clock_inputs
set_output_delay [expr $clk_period * $clk_io_pct] -clock clk0 [all_outputs]
--- flow/run.sh ---
#!/bin/bash
# OpenROAD 26Q1-2900-gdf79404cd8, Yosys 0.63+post, stock flow scripts
make -C /OpenROAD-flow-scripts/flow DESIGN_CONFIG=/design/flow/config.mk WORK_HOME=/design/flow/orfs finish
==> summary.rpt <==
FLOW METRICS REPORT
----------------------------------------------------
[Yosys]
  Seq/Total Area, Yosys ........................ 0.579
  Synth Area in Compound Gates ........................ 0
  Yosys adder share ........................ 0
  Cells taking the most area after synthesis ........................ sky130_fd_sc_hd__dfrtn_1 (40%), sky130_fd_sc_hd__edfxtp_1 (18%), sky130_fd_sc_hd__buf_4 (16%)
  Multiplexer share of the synthesized area ........................ 0.213
  Fraction of post-synthesis cell area in the top cell type by area ........................ 0.400
  Syn Area/Cell ........................ 15.7 um2
  Cell accounting for the most synthesized area ........................ sky130_fd_sc_hd__dfrtn_1
  Warning count from the yosys run ........................ 1
  Dominant kind of combinational cell ........................ multiplexers
  Number of flip-flops and latches in the synthesized netlist ........................ 22
  Distinct lib cells ........................ 9
  Synthesized area ........................ 0.00100 mm2
  Post-synthesis cell count ........................ 64
  Area figure in the yosys stat output ........................ 0.00100 mm2
  Basic Gates by Area ........................ 0.00749
  Number of cells in Yosys stat ........................ 64
  XOR/XNOR Fraction of Synth Area ........................ 0

[Floorplan]
  Die height ........................ 97 um
  Die span in x ........................ 97 um
  I/O pin count ........................ 63
  Placeable core region ........................ 0.00564 mm2
  Floorplan-stage core utilization ........................ 0.178
  Standard-cell row count ........................ 27
  Die area ........................ 0.00941 mm2

[Worst setup path]
  CP peak stage delay ........................ 0.44 ns
  Critical path capture point type ........................ output port
  Class of the most critical setup path ........................ flip-flop to output port
  Slowest CP cell ........................ sky130_fd_sc_hd__dfrtn_1
  Critical path data required time ........................ 1.20 ns
  Crit path max fanout ........................ 2
  Cells along the critical path ........................ buf_6 > buf_6 > buf_6
  Nature of the critical path startpoint ........................ flip-flop
  Signal arrival time at the worst endpoint ........................ 1.74 ns
  Register-to-register setup slack ........................ 0.26 ns
  Worst path most repeated cell ........................ sky130_fd_sc_hd__buf_6

[Status]
  Violations in the final reports ........................ setup timing
  Result of the run ........................ finished, violations left

[Placed design]
  Port bufs ........................ 62
  Final weighted congestion of routability-driven global placement ........................ 0.747
  Total half-perimeter wirelength after legalization and detailed placement ........................ 2070 um
  Total cell area at the placement stage ........................ 0.00158 mm2

[Global routing]
  Total congestion overflow ........................ 0
  Overall fraction of global-route tracks in use ........................ 0.0592
  Largest net degree at the start of global routing ........................ 17
  Initial antenna violation count ........................ 0
  Via count of the first global-routing pass ........................ 792
  First-pass GRT wire length ........................ 4440 um

[Route]
  DRT Wirelength ........................ 2880 um
  DR iter-0 viols ........................ 11
  Routed Antenna Nets ........................ 0
  Routed WL per cell ........................ 13.7 um
  Drt first pass iters ........................ 2
  DRC Markers ........................ 0
  Antenna diode count ........................ 0
  Vias per cell ........................ 3.32
  Number of vias after detailed routing ........................ 701

[Final timing]
  Unrepaired setup endpoints after global routing ........................ true
  Final setup violation count ........................ 44
  Post-route clock skew ........................ 0 ns
  TNS Setup ........................ -18.18 ns
  Final hold vios ........................ 0
  Final Worst Setup Slack ........................ -0.544 ns
  Final Max Slew Viols ........................ 0
  Actual slew at the worst max-slew pin ........................ 0.212 ns
  Normalized max-slew margin ........................ 0.859
  Final hold slack ........................ 0.448 ns

[CTS]
  Number of buffers added to fix hold violations after cts ........................ 0
  Maximum level of the CTS H-tree ........................ 1
  Reg clk slew, reported paths ........................ 0.06 ns
  Number of buffers between clock root and the deepest sink ........................ 2
  Clock tree from TritonCTS ........................ built
  Insertion delay of the later-clocked pin in the worst-skew pair ........................ 0.27 ns
  Clock tree root driver cell ........................ sky130_fd_sc_hd__clkbuf_8
  Clock net sink count ........................ 22
  Clock buffers created by TritonCTS ........................ 3

[Power and ir drop]
  Maximum vdd ir drop ........................ 457 uV
  Total power of the final layout ........................ 1.61 mW
  Static Leak ........................ 0.886 nW
  Power per cell area ........................ 916 mW/mm2

[Final layout]
  Most frequently placed logic cells in the final layout ........................ sky130_fd_sc_hd__buf_6 (37), sky130_fd_sc_hd__buf_2 (24), sky130_fd_sc_hd__dlygate4sd2_1 (17)
  Area delta synth->final ........................ 75.8%
  Layout Cell Area excl Fill ........................ 0.00176 mm2
  Most common library cell in the layout ignoring fill and taps ........................ sky130_fd_sc_hd__buf_6
  Share of cells above drive strength 1 ........................ 0.676

[Flow run]
  Tool Warnings ........................ 34
  Max-cap violations ........................ 0

[Worst hold path]
  Worst min path class ........................ flip-flop to flip-flop

----------------------------------------------------
critical path, delay by kind of cell, from the launching register on:
family	cells	cell delay, ns
buffers and inverters	3	0.28
DFF	1	0.44
worst paths after layout:
path / startpoint / to / depth (start not counted)
worst max-delay path: BA[2] / IMM[2] / 3
worst min-delay path: out[10] / out[10] / 1
worst max register to register: BA[2] / BA[2] / 5
worst min register to register: out[10] / out[10] / 1
max in group asynchronous: rst / out[13] / 2
min in group asynchronous: rst / BA[3] / 2
cell families after synthesis:
| kind of cell | Yosys count |
|---|---|
| buffers and inverters | 25 |
| DFF | 22 |
| muxes | 16 |
| and+or+nand+nor | 1 |
where the power goes:
part           internal, mW  leakage, nW  switching (mW)
registers             0.678        0.243          0.0332
clock network         0.212       0.0576           0.252
logic                 0.327        0.585           0.110
total                  1.22        0.886           0.396
Yosys cell counts (all sizes together):
master  count
buf        24
and2        1
mux2       16
dfrtn      16
inv         1
edfxtp      6
flip-flops by register name, summed over array words and instances, names as in the netlist:
name,cells
BA,9
out,7
opcode,6
area by class of cell:
cell class,instances,area (um2)
fill,569,3880
timing repair buffer,90,788
sequential,22,581
multi-input combinational,17,230
tap,72,90.1
clock buffer,3,41.3
clock inverter,7,31.3
what timing repair did:
item	CTS	global route
endpoints found under the setup margin	66	44
resized	192	1
hold endpoints to repair	0	0
gates cloned	0	0
setup buffers	21	1
pin swaps	1	0
per-stage QoR:
stage	worst slack, ns	instances	utilization
detailed placement	-0.792	180	0.279
global placement	-0.753	180	0.279
global route	-0.591	211	0.312
CTS	-0.550	210	0.310
finish	-0.544	211	0.312
floorplan	-0.246	64	-
routing by layer:
| layer | global-route usage | routed length, um |
|---|---|---|
| met2 | 0.0951 | 1330 |
| met5 | 0 | 0 |
| met1 | 0.0750 | 1300 |
| met3 | 0.0287 | 249 |
| met4 | 0 | 0 |
Power is estimated from default activity; no workload was simulated.
