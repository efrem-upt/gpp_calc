==> ./design.v <==
module FACTORIAL(
  input [8:0] val,
  input clk, rst, FACT, 
  input [15:0] ALU_mul,
  output reg FACT_END
  );
wire [8:0] current_iteration;
wire [15:0] fact_out;
wire FACT_END_CNT;
FACT_CNT counter(.cnt(val),.clk(clk),.rst(rst), .w(~(| current_iteration) & FACT), .out(current_iteration), .FACT_END(FACT_END_CNT));
FACT_reg factreg(.in(ALU_mul),.clk(clk),.rst(rst & (| current_iteration)),.w(~FACT_END & (| current_iteration)),.out(fact_out));
always @(*) begin
    FACT_END = FACT_END_CNT;
end
endmodule
module FACT_CNT(
  input [8:0] cnt,
  input clk, rst, w,
  output reg [8:0] out,
  output reg FACT_END);
  always @(posedge clk, negedge rst) begin
    if (!rst) begin
      out = 9'd0; 
      FACT_END = 1'd0; 
    end
    else begin
       if (w) begin
          if (cnt == 9'd0) begin
            out = cnt;
            FACT_END = 1'd1;
            #6 FACT_END = 1'd0;
          end  
        else begin
          out = cnt;  
        end
       end
       else if (out > 9'd0) out = out - 9'd1; 
       if (out == 9'd1) FACT_END = 1'd1;  
       else if (out == 9'd0) FACT_END = 1'd0;
    end
  end
endmodule
module FACT_reg(
  input [15:0] in,
  input clk,rst,w,
  output reg [15:0] out);
  always @(negedge clk, negedge rst)
  begin
     if (!rst) begin
        out <= 16'd1;
     end   
   else if (w) begin
        out <= in;  
   end
  end
endmodule
==> ./run.sh <==
#!/bin/bash
# OpenROAD 26Q1-2900-gdf79404cd8, Yosys 0.63+post, stock flow scripts
make -C /OpenROAD-flow-scripts/flow DESIGN_CONFIG=/design/flow/config.mk WORK_HOME=/design/flow/orfs finish
==> ./config.mk <==
export PLATFORM = sky130hd
export DESIGN_NAME = FACTORIAL
export DESIGN_NICKNAME = FACTORIAL
export VERILOG_FILES = /design/flow/design.v
export SDC_FILE = /design/flow/constraint.sdc
export NUM_CORES = 4
export LEC_CHECK = 1
export CORE_AREA = 10 10 80 80
export DIE_AREA = 0 0 90 90
==> ./constraint.sdc <==
current_design FACTORIAL

set clk_period 6.1
set clk_io_pct 0.2

create_clock -name clk0 -period $clk_period [get_ports {clk}]

set non_clock_inputs [all_inputs -no_clocks]
set_input_delay [expr $clk_period * $clk_io_pct] -clock clk0 $non_clock_inputs
set_output_delay [expr $clk_period * $clk_io_pct] -clock clk0 [all_outputs]
==> run summary <==
flow finished, numbers: status=finished, final reports clean, Area growth syn-to-layout=36.4%, fin crit share=54.1%, setup TNS=0 ns, Insertion Delay late pin=0.23 ns, clock skew=0.00166 ns, Mapped Area=701 um^2, combinational power share=36.0%, Synth area leaders=dfrtp_1 36%, mux2i_1 8.6%, nand2_1 5.4%, EDFF count, synth=0, Synth Warn #=3, final instance area=956 um^2, total power draw=342 uW, Synth Area per Inst=9.10 um^2, H-tree depth=1, antenna-violating nets left=0, total track usage=4.58%, largest net degree at the start of global routing=11, DP HPWL=1450 um, CP arrival=3.41 ns, post-layout minimum cycle time=3.30 ns, Lkg Pwr=0.364 nW, Net Sw Frac=41.1%, flop-to-flop setup slack=3.56 ns, Post-route DRC=0, Vias/cell=3.91, Async S/R FF share, synth=100%, via count=622, reg2reg end=counter.FACT_END, final hold violation count=0, CTS tree=yes, root buffer cell=clkbuf_8, ys flop type=dfrtp_1, Reg clk slew, reported paths=0.05 ns, r2r startpoint=counter.out[0], area of placed instances=901 um^2, post-layout util=20.2%, RSZ-0062 raised after global routing=no, Starting Density=14.8%, Log Warnings=41, die span in x=90 um, dominant cell type by area after synthesis=dfrtp_1, chip area=8100 um^2, postcts setup bufs=0, Pwr Density=358 nW/um^2, yosys stat area=701 um^2, Area leader share=35.7%, max-slew violation count=0, Worst Max-Slew Pin Slew=0.533 ns, 1st-iter DRT viols=12, Core Box Area=4720 um^2, hold slack=0.528 ns, Total Wirelength=1830 um, worst rel slew slack=64.2%, total CTS buffers=3, yosys cell count=77, max-cap viol count=0, hold_buf cts=0, final setup fails=0, Psw=141 uW, clock sinks=10, Hold EP=counter.out[0], commonest cells in the netlist=10 x dfrtp_1, 10 x nand2_1, 6 x inv_1, 6 x mux2i_1, 6 x o21ai_0, Power Internal=201 uW, remaining global-route overflow=0, Die Y=90 um, Max Freq=0.303 GHz, HP Class=flip-flop to flip-flop, Port Buf Inserts=12, Reg power frac=39.9%, Pre-antenna DRT Iters=4, Yosys cell types=32, Seq share, synth=35.7%, CP Data Required Time=6.22 ns, # diodes=0, Cells after Synth=77, row count=25, Worst Min Path Start=counter.out[0], Hold Path Stages=1, VDD IR-drop max=0.000185 V, FF+latch count, synth=10, I/O pins=29, Filler cells=522, crit path kind=input port to flip-flop, fraction of layout cells with a size suffix above 1=10.9%, initial antenna violation count=0, number of global-route vias before repair=635, clk buf depth=2, CTS-repair resized insts=0, CP Capture Type=flip-flop, CP Max Fanout=10, global-route wire length before repair=3180 um, Clk network pwr share=24.1%, gpl congestion=0.861, Worst Reg2Reg Path Length in Cells=7, DR WL/cell=11.5 um, critical path startpoint category=input port
## power by group through the flow
stage,combinational (mW),clock [mW],sequential (mW)
final,0.123,0.0826,0.136
after global routing,0.139,0.0888,0.141
after CTS,0.122,0.0863,0.135
## worst max-delay path by stage
| stage | slack (ns) | startpoint | end |
|---|---|---|---|
| 5_1_grt | 2.65 | FACT | counter.FACT_END |
| 4_1_cts | 2.81 | FACT | counter.FACT_END |
| 6_report | 2.80 | FACT | counter.FACT_END |
## cell families after synthesis
kind of cell               synth area share, %
muxes                                     10.2
buffers and inverters                     3.75
and+or+nand+nor                           30.9
adders and majority gates                 1.79
DFF                                       35.7
AOI/OAI and AO/OA                         17.7
## cells in the final DEF, fill, tap and decap left out
cell type | synthesis | routed
and3_1 | 1 | 1
nor2b_1 | 1 | 1
o2bb2ai_1 | 1 | 1
inv_1 | 6 | 6
a211oi_1 | 1 | 1
ha_1 | 1 | 1
clkdlybuf4s50_1 | 0 | 12
or3_1 | 1 | 1
nor3b_2 | 1 | 1
nand2_1 | 10 | 10
o21a_1 | 1 | 1
mux2i_1 | 6 | 6
nor2_1 | 4 | 4
mux2_1 | 1 | 1
nand4_1 | 1 | 1
nor3_1 | 3 | 3
nor4b_4 | 1 | 1
nand3_1 | 5 | 5
dfrtp_1 | 10 | 10
a311oi_1 | 1 | 1
a31oi_1 | 3 | 3
nand3_2 | 1 | 1
clkbuf_8 | 0 | 4
o21ai_0 | 6 | 6
nor4_1 | 1 | 1
a41o_1 | 1 | 1
or2_0 | 1 | 1
nor4_4 | 1 | 1
a21boi_0 | 1 | 1
a21oi_1 | 2 | 2
nand2b_1 | 1 | 1
nor4_2 | 1 | 1
a2111oi_2 | 1 | 1
## stage by stage
step                      instances  worst slack [ns]
after global routing            159              2.65
after CTS                       159              2.81
after global placement          155              2.60
after floorplan                  77              3.24
final                           159              2.80
after detailed placement        155              2.57
## worst max-delay path, stage by stage
cell and delay (ns):
clkdlybuf4s50_1 0.73, mux2i_1 0.31, nand4_1 0.11, o21ai_0 0.20
nand3_1 0.15, a2111oi_2 0.34, mux2_1 0.36
## layer usage
layer | part of all wire, % | global-route usage, % | vias up | wire length, um
li1 | - | - | 318 | -
met1 | 49 | 6.47 | 289 | 888
met2 | 46 | 7.02 | 13 | 849
met3 | 3.4 | 1.01 | 2 | 63
met4 | 1.4 | 0.928 | 0 | 25
met5 | 0 | 0 | - | 0
## area by class of cell
type / count / area, um^2 / share of cell area [%]
clock buffers: 4 / 55.1 / 5.76
flip-flops and latches: 10 / 250 / 26.2
well taps: 67 / 83.8 / 8.77
repair buffers: 12 / 120 / 12.6
multi-input cells: 60 / 424 / 44.4
inverters: 6 / 22.5 / 2.36
## flip-flops by register name (all words and copies together), names as in the netlist
name              flops
counter.FACT_END      1
counter.out           9
No activity file was given, so power comes from the tool's default toggle rates.
